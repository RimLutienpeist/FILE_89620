==> flow/design.v <==
module RevCounter( 
  input wire clk,
  input wire rst,
  input wire s,
  output reg [15:0] cnt=0,
  output wire Rc
);
  always @(posedge clk) begin
    if (rst) begin
      cnt <= 16'h0;
    end else if (!s) begin
      if (cnt == 16'h0) begin
        cnt <= 16'hFFFF;
      end else begin
        cnt <= cnt - 1;
      end
    end else begin
      if (cnt == 16'hFFFF) begin
        cnt <= 16'h0;
      end else begin
        cnt <= cnt + 1;
      end
    end
  end
  assign Rc = (s & (cnt == 16'hFFFF)) | (!s & (cnt == 16'h0));
endmodule
==> flow/run.sh <==
#!/bin/bash
# OpenROAD 26Q1-2900-gdf79404cd8, Yosys 0.63+post, stock flow scripts
make -C /OpenROAD-flow-scripts/flow DESIGN_CONFIG=/design/flow/config.mk WORK_HOME=/design/flow/orfs finish
==> flow/config.mk <==
export PLATFORM = sky130hd
export DESIGN_NAME = RevCounter
export DESIGN_NICKNAME = RevCounter
export VERILOG_FILES = /design/flow/design.v
export SDC_FILE = /design/flow/constraint.sdc
export NUM_CORES = 4
export LEC_CHECK = 1
export CORE_AREA = 10 10 102 102
export DIE_AREA = 0 0 112 112
==> flow/constraint.sdc <==
current_design RevCounter

set clk_period 3.4
set clk_io_pct 0.2

create_clock -name clk0 -period $clk_period [get_ports {clk}]

set non_clock_inputs [all_inputs -no_clocks]
set_input_delay [expr $clk_period * $clk_io_pct] -clock clk0 $non_clock_inputs
set_output_delay [expr $clk_period * $clk_io_pct] -clock clk0 [all_outputs]
==> impl_metrics.csv <==
group,metric,value,unit
run_status,status,"finished clean",
timing,fin_setup_tns,0,ps
flow_run,maxCapViolCount,0,
worst_setup_path,cp-end-kind,"output port",
clock_tree,holdBufCountCts,0,
timing,min_period,3040,ps
synth,synth_warnings,1,
synth,simple_gate_share,0.348,
pwr,clock_power_share,0.161,
synth,async_flop_share,0,
place,dp_cells,286,
synth,syn_area,0.00136,mm2
global_routing,grt_max_degree,20,
finish,lay_top_count,"clkdlybuf4s50_1",
finish,drive_gt1_frac,0.109,
global_routing,use_met1,0.0808,
finish,fin_cells,289,
pwr,powerDensity,555,mW/mm2
synth,synthCells,175,
pwr,seqPwrFrac,0.361,
worst_setup_path,cp.required,2720,ps
synth,avgSynthCellArea,7.76,um2
synth,ys_types,52,
pwr,pwr-share-comb,0.478,
floorplan,pin_count,20,
worst_setup_path,critPathLaunchType,"flop",
detailed_routing,drt-vias-per-instance,4.69,
worst_setup_path,rrSetupSlack,1400,ps
worst_setup_path,arrival,2360,ps
synth,logic_family,"simple AND/OR/NAND/NOR gates",
clock_tree,cts-root-buf,"clkbuf_8",
floorplan,die_h,112,um
detailed_routing,ant_nets,0,
timing,max-slew-margin-rel,0.559,
detailed_routing,first_pass_iters,4,
synth,synth_flops,16,
synth,aoi_share,0.244,
clock_tree,cts_tree,"done",
clock_tree,worst_skew_pair.late_latency,250,ps
synth,synth-edff-count,0,
global_routing,gr-total-overflow,0,
timing,fmax,329,MHz
global_routing,busiest_layer,"met2",
timing,drv_slew,0,
pwr,swShare,0.425,
synth,yosysCellCount,175,
timing,rsz0062_at_grt,"no",
synth,ys_sh_xor,0.0580,
place,port_buffers,19,
global_routing,groute.layer.met3.usage,0.0147,
floorplan,rows,33,
pwr,power_switching,391,uW
min_path,hold_class,"reg -> reg",
synth,yosys_most_used_dff,"dfxtp_1",
timing,fin_skew,3.68,ps
clock_tree,clock_path_buffers,2,
detailed_routing,drtIter0Drc,99,
floorplan,coreArea,0.00822,mm2
global_routing,track_usage,0.0599,
detailed_routing,wl,3920,um
detailed_routing,antenna_cells,0,
timing,hold_viol_final,0,
global_routing,use_met2,0.0987,
global_routing,grt_pass1_vias,1233,
synth,ys_seq_frac,0.236,
worst_setup_path,path_max_fanout,9,
detailed_routing,num_vias,1354,
clock_tree,numCtsBuffers,3,
floorplan,chip_area,0.0125,mm2
detailed_routing,drc,0,
synth,yosys_area,0.00136,mm2
synth,adder_share,0.0276,
global_routing,grt_pass1_wl,6420,um
pwr,ir_drop,0.129,mV
synth,mux_area_frac,0.00737,
floorplan,die_x,112,um
pwr,p_leak,0.543,nW
flow_run,warning_count,27,
worst_setup_path,crit_type,"reg -> out",
clock_tree,cts.reportedPaths.clkPinSlew,70,ps
clock_tree,htree_num_levels,1,
finish,area_growth_syn_to_layout,22.2,%
floorplan,fp_util,0.165,
finish,final_cell_mix,"clkdlybuf4s50_1, nor2_1, nand2_1, dfxtp_1, a21oi_1",
place,dp.final_hpwl,2890,um
place,place_congestion,0.861,
pwr,p_int,530,uW
clock_tree,cts.sinks,16,
timing,period_used_share,0.893,
timing,tightest_slew,657,ps
global_routing,antenna_found_initial,0,
finish,largest_register_ffs,16,
detailed_routing,wl_per_cell,13.6,um
finish,largest-register,"cnt",
timing,setup_viol,0,
finish,top_regs,"cnt (16)",
==> path summary, 6_finish.rpt <==
| kind | start | endpoint | cells past startpoint |
|---|---|---|---|
| worst max-delay path | cnt[0] | Rc | 7 |
| worst min-delay path | cnt[14] | cnt[14] | 1 |
| worst max register to register | cnt[0] | cnt[2] | 7 |
| worst min register to register | cnt[14] | cnt[14] | 1 |
==> metrics by stage <==
stage	total power, mW	instance area (um2)	worst slack [ps]	hold slack (ps)	util
after CTS	0.930	1660	155	596	0.201
after global routing	1.00	1660	174	675	0.202
after global placement	0.779	1610	569	602	0.196
final	0.921	1660	363	612	0.202
after floorplan	0.631	1360	1270	503	-
after detailed placement	0.778	1610	454	583	0.196
==> cells in the mapped netlist (2+ instances only) <==
cell       n  area share
nor3b_1    2       0.011
a211oi_1   2       0.011
nand3_1    8       0.029
a31oi_1    3       0.014
xor2_1     3       0.019
a21o_1     2       0.011
a21oi_1    9       0.033
o31ai_1    3       0.017
a211o_1    3       0.019
xnor2_1    6       0.039
o21ai_0    6       0.022
buf_6      2       0.017
buf_2      7       0.026
o22ai_1    3       0.014
nor4_1     4       0.018
a211o_2    2       0.015
nor4_4     3       0.047
inv_1      4       0.011
nor3_1     5       0.018
dfxtp_1   16        0.24
ha_1       3       0.028
nand2_1   17       0.047
nor2_1    18       0.050
clkbuf_1   4       0.011
a221oi_1   2       0.013
or3_1      3       0.014
nand4_2    3       0.028
nand4_1    8       0.037
==> logic make-up (layout without fill, tap and decap cells) <==
kind of cell / count (synthesis) / count (layout)
AND-OR/OR-AND: 46 / 46
adder cells (fa/ha/maj): 3 / 3
multiplexers: 1 / 1
flip-flops: 16 / 16
buffers and inverters: 21 / 30
XOR/XNOR: 9 / 9
AND/OR/NAND/NOR: 79 / 79
==> worst max-delay path: stages (launching register included) <==
cell and delay, ps:
dfxtp_1 380, inv_1 120, ha_1 170, nor3b_2 300, nand4_2 260, and2_4 280
a21oi_1 120, clkdlybuf4s50_1 470
==> power groups by stage <==
stage / Sequential, mW / Combinational (mW) / Clock [mW]
CTS: 0.332 / 0.444 / 0.154
global route: 0.347 / 0.497 / 0.160
finish: 0.333 / 0.440 / 0.148
==> timing repair <==
action,in CTS,in global routing
endpoints found under the setup margin,0,1
gates resized,0,1
setup buffers,0,0
==> layer usage <==
metal | share of wire | vias up | wire [um]
li1 | - | 671 | -
met1 | 0.47 | 645 | 1840
met2 | 0.47 | 38 | 1840
met5 | 0 | - | 0
met3 | 0.062 | 0 | 243
met4 | 0 | 0 | 0
==> final cells by class <==
| class | instances | area, um2 |
|---|---|---|
| Fill cell | 880 | 6560 |
| Multi-Input combinational cell | 138 | 936 |
| Tap cell | 105 | 131 |
| Inverter | 5 | 18.8 |
| Sequential cell | 16 | 320 |
| Clock buffer | 3 | 41.3 |
| Timing Repair Buffer | 22 | 213 |
No activity file was given, so power comes from the tool's default toggle rates.
